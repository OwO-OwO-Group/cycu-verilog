$ cat flow/design.v
`timescale 1ns/1ns
module AddSub4(a, b, sel, cout, s);
  input [3:0] a, b;
  input sel;
  output [3:0] s;
  output cout;
  wire [3:0] invert_b, fa_cout;
  XOR xor0(b[0], sel, invert_b[0]);
  XOR xor1(b[1], sel, invert_b[1]);
  XOR xor2(b[2], sel, invert_b[2]);
  XOR xor3(b[3], sel, invert_b[3]);
  FA fa0(a[0], invert_b[0], sel       , fa_cout[0], s[0]);
  FA fa1(a[1], invert_b[1], fa_cout[0], fa_cout[1], s[1]);
  FA fa2(a[2], invert_b[2], fa_cout[1], fa_cout[2], s[2]);
  FA fa3(a[3], invert_b[3], fa_cout[2], fa_cout[3], s[3]);
  assign cout = fa_cout[3];
endmodule
`timescale 1ns/1ns
module FA(a, b, c, cout, sum);
  input a, b, c;
  output sum, cout;
  wire inner_xor_output;
  assign inner_xor_output = a ^ b;
  assign sum = inner_xor_output ^ c;
  assign cout = (c & inner_xor_output) | (a & b);
endmodule
`timescale 1ns/1ns
module XOR(a, b, out);
  input a, b;
  output out;
  assign out = a ^ b;
endmodule
$ cat flow/run.sh
#!/bin/bash
# OpenROAD 26Q1-2900-gdf79404cd8, Yosys 0.63+post, stock flow scripts
make -C /OpenROAD-flow-scripts/flow DESIGN_CONFIG=/design/flow/config.mk WORK_HOME=/design/flow/orfs finish
$ cat flow/config.mk
export PLATFORM = sky130hd
export DESIGN_NAME = AddSub4
export DESIGN_NICKNAME = AddSub4
export VERILOG_FILES = /design/flow/design.v
export SDC_FILE = /design/flow/constraint.sdc
export NUM_CORES = 4
export LEC_CHECK = 1
export CORE_AREA = 10 10 70 70
export DIE_AREA = 0 0 80 80
$ cat flow/constraint.sdc
current_design AddSub4

set clk_period 4.7
set clk_io_pct 0.2

create_clock -name clk0 -period $clk_period

set non_clock_inputs [all_inputs -no_clocks]
set_input_delay [expr $clk_period * $clk_io_pct] -clock clk0 $non_clock_inputs
set_output_delay [expr $clk_period * $clk_io_pct] -clock clk0 [all_outputs]
==> impl_metrics.py <==
# Metrics from the implementation run
metrics = {
    "placement": {
        "place_congestion": 0.665,
        "pre_cts_ws_ns": 0.327,
        "place_area_sq_um": 322,
        "numPortBuffers": 14,
        "hpwl_microns": 494,
    },
    "grt": {
        "grt_max_degree": 5,
        "grt_overflow": 0,
        "antenna_found_initial": 0,
        "grt.total_usage_pct": 1.44,
        "grt_pass1_wl_microns": 690,
        "grt_pass1_vias": 128,
    },
    "floorplanning": {
        "chip_area_sq_um": 6400,
        "die_w_microns": 80,
        "core_sq_um": 3420,
        "die_y_microns": 80,
        "fp_util_pct": 4.51,
        "std_cell_rows": 21,
        "ioPinCount": 14,
    },
    "routing": {
        "vias": 124,
        "drt-total-wl_microns": 499,
        "drt_first_iter_violations": 0,
        "wl_per_cell_microns": 6.84,
        "antenna_cells": 0,
        "detail-route-antenna-nets": 0,
        "drtPass1Iterations": 1,
        "vias_per_cell": 1.70,
        "remaining_drc_errors": 0,
    },
    "final_timing": {
        "holdWs_ns": 2.86,
        "setup_violations": 0,
        "min_period_ns": 4.35,
        "drv_slew": 0,
        "fin_crit_sh_pct": 92.6,
        "hold_viol": 0,
        "rsz0062_at_grt": "false",
        "setup-tns-final_ns": 0,
        "max_freq_mhz": 230,
        "max-slew-margin-rel_pct": 84.7,
        "fin_ws_ns": 0.348,
        "tightestPinTransition_ns": 0.227,
    },
    "layout": {
        "final_cell_mix": "clkdlybuf4s50_1 (14), inv_1 (5), fa_1 (3)",
        "clkbuf_count": 0,
        "final_common_cell": "clkdlybuf4s50_1",
        "seq_cells": 0,
        "fillers": 415,
        "drive_above_1_share_pct": 0,
        "postLayoutCellArea_sq_um": 322,
        "comb_area_sq_um": 105,
        "areaGrowthSynthToFinish_pct": 109,
        "area.sequential_sq_um": 0,
    },
    "power": {
        "vdd_drop_max_mv": 0.0310,
        "pwr_density_cell_nw_per_um2": 125,
        "power.total_uw": 40.3,
        "p_leak_uw": 0.000122,
    },
    "critical_path": {
        "crit_type": "in -> out",
        "crit_path_max_fanout": 4,
        "end_kind": "output pin",
        "worstSetupStartpointType": "primary input",
        "cp.arrival_ns": 3.41,
        "cp.required_ns": 3.76,
    },
    "yosys": {
        "yosysSeqAreaShare_pct": 0,
        "syn_area_per_cell_sq_um": 9.05,
        "ys_area_sq_um": 154,
        "synth_cell_types": 6,
        "netlist_instances": 17,
        "syn-cell-area_sq_um": 154,
        "synth_warnings": 0,
        "ys_cells": 17,
    },
    "clocking": {
        "cts_setup_buffers": 0,
        "hold_buffers": 0,
        "cts_resized": 0,
    },
    "hold_path": {
        "whs_endpoint": "s[0]",
        "holdPathStages": 3,
        "hold_path_class": "in -> out",
        "min_from": "a[0]",
    },
    "flow_run": {
        "drv_cap": 0,
        "warning_count": 32,
    },
    "outcome": {
        "outcome": "completed",
    },
}
==> cell type report <==
| class | instances | area share, % |
|---|---|---|
| inverter | 5 | 5.84 |
| multi-input combinational | 8 | 32.7 |
| tap | 46 | 17.9 |
| timing repair buffer | 14 | 43.6 |
==> through the flow <==
| step | std cells | util (%) |
|---|---|---|
| 2_1_floorplan | 17 | - |
| 3_3_place_gp | 73 | 9.41 |
| 3_5_place_dp | 73 | 9.41 |
| 4_1_cts | 73 | 9.41 |
| 5_1_grt | 73 | 9.41 |
| 6_report | 73 | 9.41 |
==> per-layer routing <==
metal	global-route usage [%]	routed length, microns
met1	2.93	335
met2	0.482	54
met3	1.36	109
met4	0	0
met5	0	0
==> cells in the mapped netlist <==
master,number,share of area [%]
inv_1,5,12
xnor2_1,2,11
xor2_1,2,11
mux2i_1,1,6.5
fa_1,3,39
buf_4,4,20
==> cell families (layout without fill, tap and decap cells) <==
kind of cell | count (synthesis) | in the layout | synth area share (%)
buffers and inverters | 9 | 19 | 31.7
muxes | 1 | 1 | 6.50
adders and majority gates | 3 | 3 | 39.0
xor gates and xnor gates | 4 | 4 | 22.8
==> critical path: stages <==
cell             delay [ns]
clkdlybuf4s50_1        0.58
xnor2_1                0.14
fa_1                   0.43
fa_1                   0.37
inv_1                  0.08
fa_1                   0.43
clkdlybuf4s50_1        0.46
==> power breakdown <==
group	leakage, uW	internal [uW]	switching [uW]
combinational	0.000122	27.7	12.7
clock	0	0	0
sequential	0	0	0
==> worst max path at each step <==
| stage | endpoint | depth (start not counted) | slack [ns] | start |
|---|---|---|---|---|
| after global routing | s[3] | 7 | 0.24 | sel |
| after CTS | s[3] | 7 | 0.33 | sel |
| final | s[3] | 7 | 0.35 | sel |
Power and IR drop assume default switching activity.
